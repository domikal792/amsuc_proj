==> ./design.v <==
`timescale 1ns / 1ps
module CNTDOWN_TIMER #(
  parameter MAX_VAL = 100*60,
  parameter BITS_NUM = $clog2(MAX_VAL)
) (
  input CLK,
  input CLR,
  input CE,
  input RUN_CE,
  input BTN_RUN,
  input BTN_MIN_INC,
  input BTN_MIN_DEC,
  input BTN_SEC_INC,
  input BTN_SEC_DEC,
  output reg [BITS_NUM-1:0] Q,
  output reg IS_RUNNING
);
  always @(posedge CLK or posedge CLR) begin
    if (CLR) begin
      Q <= {BITS_NUM{1'b0}};  
      IS_RUNNING <= 1'b0;
    end
    else begin
      if (RUN_CE) begin
        if (IS_RUNNING) begin
          if (|Q)
            Q <= Q - 1;
          else
            IS_RUNNING <= 1'b0;
        end
      end
      if (CE) begin
        if (IS_RUNNING) begin
          if (BTN_RUN)
            IS_RUNNING <= 1'b0;
        end
        else begin
          if (BTN_RUN)
            IS_RUNNING <= 1'b1;
          if (BTN_MIN_INC)
            Q <= (Q + 6'd60) % MAX_VAL;
          if (BTN_MIN_DEC) begin
              if (Q >= 6'd60)
                Q <= (Q - 6'd60);
              else
                Q <= (MAX_VAL - 6'd60 + Q);
          end
          if (BTN_SEC_INC)
            Q <= (Q + 1'd1) % MAX_VAL;
          if (BTN_SEC_DEC) begin
              if (|Q)
                Q <= (Q - 1'd1);
              else
                Q <= MAX_VAL - 1'd1;
          end
        end
      end
    end
  end
endmodule
==> ./run.sh <==
#!/bin/bash
# OpenROAD 26Q1-2900-gdf79404cd8, Yosys 0.63+post, stock flow scripts
make -C /OpenROAD-flow-scripts/flow DESIGN_CONFIG=/design/flow/config.mk WORK_HOME=/design/flow/orfs finish
==> ./config.mk <==
export PLATFORM = sky130hd
export DESIGN_NAME = CNTDOWN_TIMER
export DESIGN_NICKNAME = CNTDOWN_TIMER
export VERILOG_FILES = /design/flow/design.v
export SDC_FILE = /design/flow/constraint.sdc
export NUM_CORES = 4
export LEC_CHECK = 1
export CORE_UTILIZATION = 40
==> ./constraint.sdc <==
current_design CNTDOWN_TIMER

set clk_period 4.9
set clk_io_pct 0.2

create_clock -name clk0 -period $clk_period [get_ports {CLK}]

set non_clock_inputs [all_inputs -no_clocks]
set_input_delay [expr $clk_period * $clk_io_pct] -clock clk0 $non_clock_inputs
set_output_delay [expr $clk_period * $clk_io_pct] -clock clk0 [all_outputs]
==> impl_metrics.json <==
{
  "grt_pass1_wl_mm": 16.0,
  "rows": 29,
  "fin_crit_ns": 4.43,
  "hold_viol": 0,
  "clkLatencyLatePin_ns": 0.26,
  "cap_violations": 0,
  "clk_path_buf_depth": 2,
  "setup_violations": 0,
  "io_buffers": 22,
  "cts_root_buffer": "clkbuf_8",
  "p_leak_nw": 1.07,
  "path_clk_slew_ns": 0.06,
  "ff_type": "dfrtp_1",
  "drv_slew": 0,
  "rsz0062_at_grt": "false",
  "htreeDepth": 1,
  "yosysUniqueCellTypes": 75,
  "ys_async_sr_fraction_pct": 100,
  "relSlewSlack_pct": 47.0,
  "combGateArea_sq_um": 2150,
  "path_class": "input pin to flip-flop",
  "dp_slack_ns": 0.278,
  "fp_util_pct": 41.8,
  "areaGrowthSynthToFinish_pct": 12.2,
  "cts.repair.resized": 0,
  "fmax_ghz": 0.226,
  "crit_path_max_fanout": 8,
  "first_pass_iters": 5,
  "drt_wl_total_mm": 9.77,
  "vias": 3158,
  "cp-end-kind": "flip-flop",
  "synthCells": 376,
  "numCtsBuffers": 3,
  "top_cells_by_area": "dfrtp_1, a21oi_1, o21ai_0, nand2_1, nor2_1",
  "place.gp.congestion": 0.993,
  "edf_count": 0,
  "yosys_area_sq_um": 2670,
  "cts_tree": "built",
  "fin_ws_ns": 0.475,
  "coreArea_sq_um": 6390,
  "tns_ns": 0,
  "post-route-util_pct": 46.8,
  "die_x_microns": 83.6,
  "dp_cells": 459,
  "track_usage_pct": 29.2,
  "syn_area_per_cell_sq_um": 7.09,
  "synth_area_sq_um": 2670,
  "fin_cells": 463,
  "worstPathArrival_ns": 4.56,
  "drive_above_1_share_pct": 8.81,
  "tightest_slew_ns": 0.794,
  "p_per_area_nw_per_um2": 562,
  "n_fill_cell": 638,
  "min_path_cells": 1,
  "ff2ff_path_depth": 15,
  "drcViolationCount": 0,
  "period_used_pct": 90.3,
  "yosysSeqAreaShare_pct": 13.1,
  "clock-sinks": 14,
  "log.warning_count": 28,
  "io_pins": 23,
  "first_iter_violations": 275,
  "diodes": 0,
  "numSynthFlops": 14,
  "die_h_microns": 83.6,
  "grt_pass1_vias": 2955,
  "outcome": "finished clean",
  "grt-ovfl-total": 0,
  "cts_hold_buf": 0,
  "wl_per_cell_microns": 21.1,
  "netlist.area_leader.share_pct": 13.1,
  "clock_skew_ns": 0.0141,
  "cts_setup_buffers": 0,
  "hp-class": "flip-flop to flip-flop",
  "grt_max_degree": 19,
  "via_per_inst": 6.82,
  "dp_hpwl_mm": 7.20,
  "start_kind": "input pin",
  "ys_cells": 376,
  "ys_warn_count": 1,
  "dieArea_sq_um": 7000,
  "ant_nets": 0,
  "holdWs_ns": 0.571,
  "crit_required_ns": 5.03,
  "largest_area_cell": "dfrtp_1",
  "regArea_sq_um": 350,
  "antenna_found_initial": 0,
  "ir_drop_uv": 290
}
[stage by stage]
stage,instance area [sq um],power [W]
2_1_floorplan,2670,0.00116
3_3_place_gp,2940,0.00153
3_5_place_dp,2940,0.00152
4_1_cts,2990,0.00165
5_1_grt,2990,0.00182
6_report,2990,0.00168
[synth_stat cells (3+ instances only)]
cell type  number
a221oi_1        3
buf_2           5
o211ai_1        3
o211a_1         3
ha_1            7
a211o_1         4
a221o_1         3
inv_1          13
o31ai_1         6
nand4_1         7
a21oi_1        31
nand2_1        36
nand3_1        13
clkbuf_1       14
xor2_1          5
nor3_1         14
nand3b_1        3
o221ai_1        5
a31oi_1         6
or4_1           6
nor2_1         32
o21ai_0        29
o22ai_1         3
a211oi_1        5
xnor2_1        13
or3_1           7
and4_1          3
nor4_1          4
and3_1          7
a22oi_1         3
buf_1           3
nor2b_1         5
nand2b_1        9
dfrtp_1        14
[per-layer routing]
layer  global-route usage [%]  vias up  wire [microns]
met4                     7.09        0             212
met1                     43.9     1458            4160
met3                     3.21       25            1040
met2                     45.3      207            4360
met5                        0        -               0
li1                         -     1468               -
[cell families (layout without fill, tap and decap cells)]
family	Yosys count	count (layout)	share of synthesized area [%]
AND/OR/NAND/NOR	159	159	33.1
adder cells (fa/ha/maj)	7	7	3.28
XOR/XNOR	18	18	5.91
AND-OR/OR-AND	138	138	37.6
multiplexers	2	2	0.751
buffers and inverters	38	48	6.15
flip-flops	14	14	13.1
[path summary, 6_finish.rpt]
| check | slack [ns] | start | end |
|---|---|---|---|
| max in group asynchronous | 3.38 | CLR | Q[6] |
| max reg2reg | 0.66 | Q[2] | Q[9] |
| min reg2reg | 0.57 | IS_RUNNING | IS_RUNNING |
| min in group asynchronous | 1.10 | CLR | Q[0] |
| min | 0.57 | IS_RUNNING | IS_RUNNING |
| max | 0.47 | BTN_SEC_INC | Q[9] |
[placed cells by master, fill, tap and decap left out, drive strengths merged, types with 4 or more instances in the layout]
cell	synthesis	layout
o31ai	6	6
a31oi	6	6
nor4	5	5
a221oi	4	4
nand2b	9	9
buf	11	9
a211o	5	5
inv	13	13
or3	7	7
or4	6	6
o211a	4	4
nand2	36	36
and3	7	7
o221ai	5	5
nor2	32	32
a21o	4	4
clkdlybuf4s50	0	22
xor2	5	5
nor3	15	15
xnor2	13	13
nand4	10	10
clkbuf	14	4
nor2b	5	5
ha	7	7
a211oi	6	6
a21oi	32	32
nand3	14	14
o21ai	31	31
dfrtp	14	14
[state kept, by name, summed over array words and instances, names as in the netlist]
register / flops
IS_RUNNING: 1
Q: 13
[area by class of cell]
class,instances,area share [%]
well taps,77,3.22
clock buffers,4,1.84
repair buffers,31,9.62
multi-input cells,324,72.0
flip-flops and latches,14,11.7
inverters,13,1.63
[worst max-delay path, stage by stage]
cell and delay [ns]:
clkdlybuf4s50_1 0.49, or4_1 0.42, o21ai_1 0.11, xor2_1 0.40, nand2_1 0.09, o21ai_0 0.17, a31o_2 0.18, ha_1 0.21
nand2b_1 0.15, o311ai_1 0.27, o211ai_1 0.34, o221ai_1 0.39, nor4b_1 0.09, a211o_1 0.25
[power breakdown]
part,internal [W],switching (W)
registers,0.000162,0.000226
logic,0.000506,0.000666
clock network,0.0000713,0.0000487
total,0.000739,0.000941
Power figures rest on the tool's default switching activity, not on a simulated workload.
