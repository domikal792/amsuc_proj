$ cat flow/run.sh
#!/bin/bash
# OpenROAD 26Q1-2900-gdf79404cd8, Yosys 0.63+post, stock flow scripts
make -C /OpenROAD-flow-scripts/flow DESIGN_CONFIG=/design/flow/config.mk WORK_HOME=/design/flow/orfs finish
$ cat flow/config.mk
export PLATFORM = sky130hd
export DESIGN_NAME = DEC_TO_BCD
export DESIGN_NICKNAME = DEC_TO_BCD
export VERILOG_FILES = /design/flow/design.v
export SDC_FILE = /design/flow/constraint.sdc
export NUM_CORES = 4
export LEC_CHECK = 1
export CORE_AREA = 10 10 70 70
export DIE_AREA = 0 0 80 80
$ cat flow/constraint.sdc
current_design DEC_TO_BCD

set clk_period 1.3
set clk_io_pct 0.2

create_clock -name clk0 -period $clk_period [get_ports {CLK}]

set non_clock_inputs [all_inputs -no_clocks]
set_input_delay [expr $clk_period * $clk_io_pct] -clock clk0 $non_clock_inputs
set_output_delay [expr $clk_period * $clk_io_pct] -clock clk0 [all_outputs]
$ cat flow/design.v
`timescale 1ns / 1ps
module DEC_TO_BCD #(
  parameter IN_BITS_NUM = 4,
  parameter OUT_DECADES = 1,
  parameter OUT_BITS_NUM = OUT_DECADES * 4
) (
  input CLK,
  input CLR, 
  input CE,
  input [IN_BITS_NUM-1:0] IN,
  output reg [OUT_BITS_NUM:0] Q
);
  always @(posedge CLK or posedge CLR) begin
    if (CLR)
      Q <= {OUT_BITS_NUM{1'b0}};
    else begin
      if (CE) begin
        if (OUT_DECADES > 0)
          Q[3:0] <= (IN % 4'd10);
        if (OUT_DECADES > 1)
          Q[7:4] <= ((IN / 4'd10) % 4'd10);
        if (OUT_DECADES > 2)
          Q[11:8] <= ((IN / 7'd100) % 4'd10);
        if (OUT_DECADES > 3)
          Q[15:12] <= ((IN / 10'd1000) % 4'd10);
        if (OUT_DECADES > 4)
          Q[19:16] <= ((IN / 14'd10000) % 4'd10);
        if (OUT_DECADES > 5)
          Q[23:20] <= ((IN / 17'd100000) % 4'd10);
        if (OUT_DECADES > 6)
          Q[27:24] <= ((IN / 20'd1000000) % 4'd10);
        if (OUT_DECADES > 7)
          Q[31:28] <= ((IN / 24'd10000000) % 4'd10);
      end
    end
  end
endmodule
==> CHANGELOG.md <==
### Physical design

- Setup TNS: 0 ns
- Wirelength per Cell: 7.23 µm
- Tool warning count: 25
- Number of fill cells: 397
- Total wire length: 600 µm
- Syn Area/Cell: 9.90 µm²
- Antenna Cells: 0
- Initial antenna violation count: 0
- Remaining antenna violation count: 0
- Buf+Inv Stages, Crit Path: 2
- Vias in the first global route: 234
- Post-synth ARST share: 1.00
- Core Box Area: 3420 µm²
- Clk Latency, worst-skew pair: 0.23 ns
- GRT Overall Usage: 0.0190
- Pin count of the biggest net entering global routing: 8
- Seq/Total Area, Yosys: 0.460
- Port bufs: 10
- Synth Register Bits: 4
- Largest registers: Q x4
- Vias post-DR: 194
- CTS tree: built
- Max-cap check violation count: 0
- Logic family by area: AND-OR/OR-AND gates
- Layout cells sized above 1: 0.189
- GPL Wtd Cong: 0.789
- Post-synth top cells: 4 x dfrtp_1, 4 x inv_1
- Clk slew on worst S/H paths: 0.04 ns
- Slowest-stage cell, CP: clkdlybuf4s50_1
- Clock root cell: clkbuf_4
- Cell area leaders: dfrtp_1 46%, inv_1 6.9%, ha_1 5.7%, mux2_2 5.2%, a21bo_1 4.6%
- DP Cell Count: 79
- Initial DRC count: 8
- Max incr delay on CP: 0.49 ns
- Number of distinct library cells after synthesis: 16
- Area Growth Syn to Fin: 89.1%
- Logic area: 95.1 µm²
- Detailed Place HPWL: 502 µm
- DR pass1 iterations: 2
- Finish-stage setup viols: 0
- Syn Inst Count: 22
- Cell Chain, Critical Path: clkdlybuf4s50_1, inv_1, ha_1, o21bai_1, a31o_1
- Crit Path Class: input port to flip-flop
- Synthesized-area fraction occupied by adder cells: 0.0575
- Pre-CTS setup slack: -0.182 ns
- Final Max Slew Viols: 0
- Worst EP required: 1.42 ns
- DR vias/cell: 2.34
- Max Clk Rate: 818 MHz
- Yosys Instances: 22
- Synthesis area per yosys: 218 µm²
- Worst hold path class: input port to async pin
- Chip Width: 80 µm
- WHS: 0.208 ns
- XOR Share, Synth: 0
- Crit path max fanout: 2
- Max FFs per register: 4
- Die area: 6400 µm²
- Clock Path Buffers: 2
- PnR worst setup slack: 0.0769 ns
- Site Rows: 21
- Die Height: 80 µm
- Unrepaired setup endpoints after global routing: no
- Status: finished, final reports clean
- Final Cycle Share: 0.941
- Yosys warns: 1
- MUX share of area: 0.0517
- H-tree Lvls: 1
- Clock skew: 0 ns
- Crit path launch type: input port
- Hold-fix buffers, CTS: 0
- WP data arrival: 1.34 ns
- Finished Layout Cells: 83
- Final hold viol count: 0
- Max VDD drop: 0.000176 V
- # DRC: 0
- Yosys simple share: 0.109
- Starting Density: 0.0637
- Synth Area in Compound Gates: 0.201
- Top-area cell share: 0.460
- CTS sink cnt: 4
- Reg with most FFs: Q
- Post-synth EDFFs: 0
- Sequential cell area: 100 µm²
- Leak: 0.193 nW
- CTS Buf Count: 3
- Ports: 12
- Pwr dens: 901 nW/µm²
- GRT overflow: 0
- Post-Synthesis Cell Area: 218 µm²
- Final min period: 1.22 ns
- First-pass GRT wire length: 966 µm
- Top delay family on crit path: buffers and inverters
- CP endpoint kind: flip-flop
- Area leader, netlist: dfrtp_1
- Primary FF master, synth: dfrtp_1
## where the power goes
group          internal, W   total, W  switching, W
clock             0.000103   0.000151     0.0000481
sequential        0.000138   0.000143    0.00000530
combinational    0.0000514  0.0000767     0.0000253
total             0.000292   0.000371     0.0000787
## metrics by stage
step,instance area (µm²),power [W],util
3_5_place_dp,383,0.000226,0.112
6_report,412,0.000371,0.121
2_1_floorplan,218,0.000168,-
5_1_grt,412,0.000402,0.121
4_1_cts,409,0.000381,0.120
3_3_place_gp,383,0.000225,0.112
## area by class of cell
| type | count | share of cell area |
|---|---|---|
| well taps | 46 | 0.140 |
| inverters | 4 | 0.0365 |
| multi-input cells | 13 | 0.231 |
| clock buffers | 3 | 0.0547 |
| flip-flops and latches | 4 | 0.243 |
| repair buffers | 13 | 0.295 |
## cell usage in the layout (no fill, tap or decap), drive strengths merged
| cell type | Yosys | final |
|---|---|---|
| clkdlybuf4s50 | 0 | 6 |
| nand2b | 1 | 1 |
| o21bai | 1 | 1 |
| a31oi | 1 | 1 |
| o22ai | 1 | 1 |
| ha | 1 | 1 |
| conb | 1 | 1 |
| inv | 4 | 4 |
| dfrtp | 4 | 4 |
| dlygate4sd2 | 0 | 3 |
| nor2b | 1 | 1 |
| buf | 1 | 3 |
| clkbuf | 0 | 3 |
| nand3b | 1 | 1 |
| a21bo | 1 | 1 |
| nor2 | 1 | 1 |
| mux2 | 1 | 1 |
| a21oi | 1 | 1 |
| dlymetal6s2s | 0 | 1 |
| a31o | 1 | 1 |
## worst reg2reg max path, stage by stage (launching register included)
cell	delay (ns)
dfrtp_1	0.37
buf_4	0.13
nor2b_1	0.12
a31o_1	0.19
## final timing paths
| path | startpoint | end | slack (ns) | cells after the start |
|---|---|---|---|---|
| hold reg to reg | Q[0] | Q[0] | 0.50 | 1 |
| min in group clk0 | Q[0] | Q[0] | 0.50 | 1 |
| hold / removal | CLR | Q[0] | 0.21 | 2 |
| setup reg to reg | Q[3] | Q[3] | 0.38 | 3 |
| max in group asynchronous | CLR | Q[2] | 0.95 | 2 |
| setup / recovery | IN[1] | Q[3] | 0.08 | 5 |
## metal layers
metal | vias up | wire [µm] | track usage
li1 | 101 | - | -
met1 | 75 | 282 | 0.0187
met2 | 14 | 144 | 0.0225
met3 | 4 | 155 | 0.0250
met4 | 0 | 18 | 0.00704
met5 | - | 0 | 0
## logic make-up (layout without fill, tap and decap cells)
group | count (synthesis) | count (layout)
muxes | 1 | 1
other | 1 | 1
AOI/OAI and AO/OA | 6 | 6
adders and majority gates | 1 | 1
DFF | 4 | 4
and+or+nand+nor | 4 | 4
buffers and inverters | 5 | 20
## repair_timing
item                                    CTS  global route
setup buffers                             1             0
endpoints found under the setup margin    3             1
gates resized                             3             1
No activity file was given, so power comes from the tool's default toggle rates.
